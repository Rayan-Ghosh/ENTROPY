[flow/design.v]
module SwarmNode (
    clk,
    rst_n,
    spike_in,
    decay_pulse,
    data_a,
    data_b,
    mac_en,
    mac_clr,
    mac_out,
    stress_reg
);
    input         clk;
    input         rst_n;
    input         spike_in;
    input         decay_pulse;
    input  [7:0]  data_a;
    input  [7:0]  data_b;
    input         mac_en;
    input         mac_clr;
    output [15:0] mac_out;
    output [7:0]  stress_reg;
    reg [15:0] mac_out;
    reg [7:0]  stress_reg;
    reg [15:0] accumulator;
    wire [15:0] product;
    always @(posedge clk or negedge rst_n) begin
        if (!rst_n) begin
            stress_reg <= 8'h00;
        end else begin
            if (spike_in && (stress_reg < 8'hFF)) begin
                stress_reg <= (stress_reg > 8'd250) ? 8'hFF : (stress_reg + 8'd5);
            end else if (decay_pulse && (stress_reg > 0)) begin
                stress_reg <= stress_reg - 8'd1;
            end
        end
    end
    assign product = data_a * data_b;
    always @(posedge clk or negedge rst_n) begin
        if (!rst_n) begin
            accumulator <= 16'h0000;
        end else if (mac_clr) begin
            accumulator <= 16'h0000;
        end else if (mac_en) begin
            accumulator <= accumulator + product;
        end
    end
    always @(*) begin
        if (stress_reg > 8'd200) begin
            mac_out = {accumulator[15:8], 8'h00}; 
        end else begin
            mac_out = accumulator;
        end
    end
endmodule
module TopGrid (
    clk,
    rst_n,
    spike_in_data_a,
    spike_in_data_b,
    spike_in_valid,
    fault_inject,
    spike_out_final
);
    input         clk;
    input         rst_n;
    input  [7:0]  spike_in_data_a;
    input  [7:0]  spike_in_data_b;
    input         spike_in_valid;
    input         fault_inject;
    output [15:0] spike_out_final;
    wire [7:0]  node00_stress;
    wire        backpressure;
    wire [15:0] n00_out, n01_out;
    assign backpressure = (node00_stress > 8'd200) || fault_inject;
    wire [7:0] n00_a = (!backpressure && spike_in_valid) ? spike_in_data_a : 8'd0;
    wire [7:0] n01_a = (backpressure && spike_in_valid)  ? spike_in_data_a : 8'd0;
    SwarmNode n00 (.clk(clk), .rst_n(rst_n), .spike_in(spike_in_valid), .decay_pulse(1'b0), .data_a(n00_a), .data_b(spike_in_data_b), .mac_en(spike_in_valid), .mac_clr(1'b0), .mac_out(n00_out), .stress_reg(node00_stress));
    SwarmNode n01 (.clk(clk), .rst_n(rst_n), .spike_in(backpressure), .decay_pulse(1'b0), .data_a(n01_a), .data_b(spike_in_data_b), .mac_en(backpressure), .mac_clr(1'b0), .mac_out(n01_out), .stress_reg());
    SwarmNode n11 (.clk(clk), .rst_n(rst_n), .spike_in(1'b1), .decay_pulse(1'b0), .data_a(8'd1), .data_b(8'd1), .mac_en(1'b1), .mac_clr(1'b0), .mac_out(spike_out_final), .stress_reg());
endmodule
[flow/run.sh]
#!/bin/bash
# OpenROAD 26Q1-2900-gdf79404cd8, Yosys 0.63+post, stock flow scripts
make -C /OpenROAD-flow-scripts/flow DESIGN_CONFIG=/design/flow/config.mk WORK_HOME=/design/flow/orfs finish
[flow/config.mk]
export PLATFORM = sky130hd
export DESIGN_NAME = TopGrid
export DESIGN_NICKNAME = TopGrid
export VERILOG_FILES = /design/flow/design.v
export SDC_FILE = /design/flow/constraint.sdc
export NUM_CORES = 4
export LEC_CHECK = 1
export CORE_AREA = 10 10 110 110
export DIE_AREA = 0 0 120 120
[flow/constraint.sdc]
current_design TopGrid

set clk_period 2.9
set clk_io_pct 0.2

create_clock -name clk0 -period $clk_period [get_ports {clk}]

set non_clock_inputs [all_inputs -no_clocks]
set_input_delay [expr $clk_period * $clk_io_pct] -clock clk0 $non_clock_inputs
set_output_delay [expr $clk_period * $clk_io_pct] -clock clk0 [all_outputs]
==> job_summary.md <==
### Metrics collected by this job

| Metric | Value |
|---|---|
| Max FFs per register | 16 |
| Most frequent logic cell in the layout | sky130_fd_sc_hd__dfrtp_1 |
| Number of logged tool warnings | approximately 44 |
| DP HPWL | about 1800 um |
| Number of diodes added for antenna fixing | 0 |
| Minimum period implied by the final worst setup slack | approximately 2.6 ns |
| Total cells reported by yosys after synthesis | between 100 and 150 |
| Run status | finished, final reports clean |
| Class of the tightest hold or removal check | reg2reg |
| Height of the chip | ~120 um |
| Post-CTS setup buffer count | 0 |
| Delay of the slowest cell on the worst path | roughly 0.48 ns |
| Post-Route Skew | between 0.004 and 0.005 ns |
| Post-DR vias/cell | about 3.1 |
| Clock Path Buffers | 2 |
| Finish-stage setup viols | 0 |
| Critical path class | reg2out |
| Transition at the pin with the smallest max-transition slack | about 0.32 ns |
| Maximum Capacitance Violations | 0 |
| Cell leakage power | ~0.64 nW |
| Routability congestion estimate from global placement | approximately 0.78 |
| Clock edge transition at the registers on the reported setup and hold paths | approximately 0.08 ns |
| Die width | 120 um |
| CTS tree | yes |
| Depth of the most critical reg-to-reg path | 6 |
| Flip-flops with a built-in enable | 0 |
| Number of global-route vias before repair | just under 800 |
| Number of H-tree levels | 1 |
| Sort of element at the end of the critical path | primary output |
| Synthesized chip area reported by yosys | 1230 um^2 |
| Cell count after synthesis | 113 |
| Quantity of hold-fixing buffers added after cts | 0 |
| Initial core utilization | 0.1258 |
| Overall chip area | about 14000 um^2 |
| Buffers on Ports | 17 |
| TritonCTS sink count | 24 |
| Antenna violations before repair | 0 |
| Final Max Tran Viols | 0 |
| CP Data Arrival Time | approximately 2.1 ns |
| Setup TNS Final | 0 ns |
| First-pass GRT wire length | ~3800 um |
| DRC violation count after routing | 0 |
| Worst R2R Start | n11.stress_reg[0]$_DFFE_PN0N_ |
| Standard-cell row count | 36 |
| Vias | 791 |
| Area post-placement | between 1500 and 2000 um^2 |
| Pwr Density | ~360 nW/um^2 |
| Critical Path Start | n11.stress_reg[2]$_DFFE_PN0N_ |
| Kind of start point of the critical path | register |
| Number of antenna-violating nets in the routed design | 0 |
| Register area share after synthesis | 0.4883 |
| Highest-count cells in the layout ignoring fill and taps | sky130_fd_sc_hd__dfrtp_1 (24), sky130_fd_sc_hd__clkdlybuf4s50_1 (17), sky130_fd_sc_hd__nand2_1 (11) |
| Library cell used as clock root buffer | sky130_fd_sc_hd__clkbuf_8 |
| Chain of cells forming the critical path | o31a_1 > o311a_4 > nor2b_1 > clkdlybuf4s50_1 |
| Share of the clock period used by the worst path after layout | 0.9136 |
| Reg-to-reg endpoint | n11.stress_reg[0]$_DFFE_PN0N_ |
| FMAX | 377.5 MHz |
| Predominant post-synthesis flop cell | sky130_fd_sc_hd__dfrtp_1 |
| Share of post-route cells with drive strength above 1 | 0.1190 |
| Count of cell types in the netlist | 30 |
| Violation count after the first detailed-route iteration | 27 |
| Critical path fanouts, max | 8 |
| Total congestion overflow after global routing | 0 |
| R2r setup slk | ~1.3 ns |
| Post-Synthesis Cell Area | roughly 1200 um^2 |
| Number of optimization iterations in the first detailed-route pass | 4 |
| Maximum number of pins on one net before global-route repair | 25 |
| Crit path required time | 2.32 ns |
| Resized cells post-CTS | 0 |
| Worst setup path endpoint | spike_out_final[6] |
| Gr usage total | 0.03234 |
| Area of all placed cells without fillers | 1564 um^2 |
| Post-synthesis sequential element count | 24 |
| Total CTS buffers | 3 |
| Post-Syn Area per Cell | roughly 11 um^2 |
| Cell type of the slowest stage on the worst timing path | sky130_fd_sc_hd__clkdlybuf4s50_1 |
| Average detailed-routed wire length per instance | between 9 and 10 um |
| Routed wire length | ~2400 um |
| Tally of yosys warning messages | 1 |
| Insertion delay of the later-clocked pin in the worst-skew pair | 0.26 ns |
| Ports | 36 |
| Unrepaired setup endpoints after global routing | false |
| Proportion of register bits with asynchronous set or reset after synthesis | 1.000 |
| Area Growth Syn to Fin | 27.16% |
| Worst vdd rail ir drop | 0.2314 mV |
| Final-report hold violation count | 0 |
| Slew headroom | 0.7870 |
| CORE AREA | 9774 um^2 |
[area by class of cell]
cell class	instances	area [um^2]
tap	133	166.4
sequential	24	600.6
inverter	3	11.26
timing repair buffer	18	177.7
fill	1086	8210
multi-input combinational	77	553.0
clock buffer	4	55.05
[power breakdown]
| group | switching, mW | leakage (nW) | internal [mW] |
|---|---|---|---|
| Sequential | 0 | 0.306 | 0.334 |
| Clock | 0.103 | 0.0288 | 0.121 |
| Combinational | 0.00665 | 0.307 | 0.00206 |
[per-stage QoR]
step                      hold WS (ns)  total power [mW]  setup WS, ns  utilization  cells
after floorplan                 0.2844            0.3411         1.124            -    113
after CTS                       0.4728            0.5770        0.1997       0.1600    259
final                           0.4647            0.5674        0.2507       0.1600    259
after global placement          0.4557            0.3503        0.4981       0.1544    255
after detailed placement        0.4598            0.3505        0.5047       0.1544    255
after global routing            0.5085            0.5895       0.09307       0.1600    259
[cell usage after synthesis, drive strengths merged, types with 2 or more instances]
cell type | instances | area, um^2
nor2b | 8 | 52.55
mux2 | 2 | 22.52
o21ai | 2 | 10.01
xor2 | 9 | 78.83
nand3 | 8 | 52.55
ha | 3 | 37.54
buf | 9 | 65.06
dfrtp | 24 | 600.6
and4 | 2 | 18.77
xnor2 | 8 | 70.07
a21oi | 3 | 15.01
nand2 | 11 | 41.29
and3 | 3 | 25.03
inv | 3 | 11.26
nor2 | 8 | 30.03
nand4 | 2 | 12.51
[critical path, delay by kind of cell, from the launching register on]
kind,cells,cell delay (ns)
buffers and inverters,1,0.48
AND/OR/NAND/NOR,1,0.15
AND-OR/OR-AND,2,0.70
flip-flops,1,0.47
[per-layer routing]
layer	vias to the layer above	global-route usage	wire, um
met5	-	0	0
met4	0	0.006787	62
met3	2	0.01095	147
met2	17	0.05124	1030
met1	376	0.04211	1137
li1	396	-	-
[how the worst min path moves through the flow]
stage,start,end,slack (ns),cells after the start
4_1_cts,n11.accumulator[15]$_DFF_PN0_,n11.accumulator[15]$_DFF_PN0_,0.47,1
5_1_grt,n11.accumulator[5]$_DFF_PN0_,n11.accumulator[5]$_DFF_PN0_,0.51,1
6_report,n11.accumulator[15]$_DFF_PN0_,n11.accumulator[15]$_DFF_PN0_,0.46,1
[kinds of logic after synthesis]
| group | Yosys count | share of synthesized area |
|---|---|---|
| simple gates | 46 | 0.2228 |
| flops | 24 | 0.4883 |
| xor+xnor | 17 | 0.1211 |
| buf+inv | 12 | 0.06205 |
| compound gates | 9 | 0.05697 |
| fa+ha+maj | 3 | 0.03052 |
| mux | 2 | 0.01831 |
No activity file was given, so power comes from the tool's default toggle rates.
